===== flow/config.mk =====
export PLATFORM = sky130hd
export DESIGN_NAME = ex07
export DESIGN_NICKNAME = ex07
export VERILOG_FILES = /design/flow/design.v
export SDC_FILE = /design/flow/constraint.sdc
export NUM_CORES = 4
export LEC_CHECK = 1
export CORE_AREA = 10 10 70 70
export DIE_AREA = 0 0 80 80

===== flow/constraint.sdc =====
current_design ex07

set clk_period 2.0
set clk_io_pct 0.2

create_clock -name clk0 -period $clk_period [get_ports {clk}]

set non_clock_inputs [all_inputs -no_clocks]
set_input_delay [expr $clk_period * $clk_io_pct] -clock clk0 $non_clock_inputs
set_output_delay [expr $clk_period * $clk_io_pct] -clock clk0 [all_outputs]

===== flow/design.v =====
module ex07 (clk, rst_n, w, out);
	input clk;
	input rst_n;
	input w;
	output out;
	parameter ST_A = 4'b1111;
	parameter ST_B = 4'b0000;
	parameter ST_C = 4'b0001;
	parameter ST_D = 4'b0010;
	parameter ST_E = 4'b0011;
	parameter ST_F = 4'b1000;
	parameter ST_G = 4'b1001;
	parameter ST_H = 4'b1010;
	parameter ST_I = 4'b1011;
	reg  out;
	reg  [4:0] next_state;
	reg  [4:0] state;
	always @(posedge clk or negedge rst_n) begin
		if (!rst_n) begin
			state <= ST_A;
		end
		else begin
			if(state!=next_state) begin
				state <= next_state;
			end
		end
	end
	always @(*) begin
		case(state)
			ST_A: begin
				next_state = w ? ST_F : ST_B;
			end
			ST_B,ST_C,ST_D: begin
				next_state = w ? ST_F : (state + 1'b1);
			end
			ST_F,ST_G,ST_H: begin
				next_state = w ? (state + 1'b1) : ST_B;
			end
			ST_E: begin
				next_state = w ? ST_F : ST_E;
			end
			ST_I: begin
				next_state = w ? ST_I : ST_B;
			end
			default: begin
				next_state = ST_A;
			end
		endcase
	end
	always @(*) begin
		case(state)
			ST_I,ST_E: begin
				out =  1'b1;
			end
			default: begin
				out =  1'b0;
			end
		endcase
	end
endmodule

===== flow/run.sh =====
#!/bin/bash
# OpenROAD 26Q1-2900-gdf79404cd8, Yosys 0.63+post, stock flow scripts
make -C /OpenROAD-flow-scripts/flow DESIGN_CONFIG=/design/flow/config.mk WORK_HOME=/design/flow/orfs finish

==> out/metrics.cfg <==
[place]
portBuffers=3
hpwl_um=395.2
post_dp_cell_area_um2=384.1
place.gp.congestion=0.7155

[timing]
setup_tns_ps=0
fin_crit_sh_pct=96.84
finClkSkew_ps=0.3217
drv_slew=0
finalCriticalPeriod_ps=1937
fmax_mhz=516.3
worst_pin_slew_ps=237.6
setup_violations=0
hold_viol=0
rsz0062_at_grt=false
slew_headroom_pct=84.11

[flow_run]
cap_violations=0
warnings=28

[setup_path]
crit_arrival_ps=1540
start_kind=flip-flop
crit_required_ps=1600
rr_worst_depth=5
r2r-start=state[0]
reg2reg_to=state[0]
crit_type=flip-flop to primary output
path_max_fanout=6
r2r_slack_ps=210
endpoint_kind=primary output

[grt]
grt_antenna_before_repair=0
overflow=0
grt_use_total_pct=1.580
grt_pass1_wl_um=841
grt_max_degree=7
first_global_vias=213

[floorplanning]
fp-utilization_pct=8.681
chip_area_um2=6400
chipWidth_um=80
rows=21
core_area_um2=3416
io_pins=4
die_h_um=80

[detailed_routing]
route.met3.wl_um=36
postRouteAntennaNets=0
wl_met2_um=221
via_per_inst=2.854
wl_per_cell_um=6.354
drt-total-wl_um=521
n_antenna_cell=0
dr_total_vias=234
drc=0
wl_met1_um=243
top_layer=met4
drtIter0Drc=12
first_pass_iters=2

[logic_synthesis]
netlist_instances=29
synth_seq_share_pct=43.88
yosys-stat-area_um2=296.5
syn_area_um2=296.5
ys.flops=5
yosys_warnings=1
ys_cells=29
syn_area_per_cell_um2=10.23
ys_types=17

[clocking]
cts_tree=built
cts.sinks=5
root_buffer=clkbuf_4
hold_buffers=0
cts_max_level=1
clkLatencyLatePin_ps=230
clockBufferDepth=2
clkSlewWorstSetupHoldPaths_ps=40
postCtsSetupBuffers=0
numCtsBuffers=3

[pwr]
p_leak_nw=0.1742
powerDensity_nw_per_um2=1503
vdd_drop_max_mv=0.3423

[finish]
stdcell_area_um2=422.9
areaGrowthSynthToFinish_pct=42.62
largest_register_ffs=5
final_cell_mix=ha_1, dfstp_2, inv_1, clkbuf_4, clkdlybuf4s50_1
drive_gt1_share_pct=22.22
reg_top3=state x5
top_register=state

[outcome]
outcome=complete, no violations

[hold_path]
hold_class=input port to asynchronous set/reset pin

report_power, final:
| part | switching, mW | leakage, nW | internal [mW] |
|---|---|---|---|
| clock network | 0.0359 | 0.0150 | 0.0751 |
| registers | 0.0399 | 0.0561 | 0.179 |
| logic | 0.158 | 0.103 | 0.147 |
stage by stage:
stage | worst slack, ps | std cells | power, mW | util (%) | hold WS (ps)
CTS | 5.207 | 82 | 0.6175 | 12.09 | 390.1
floorplan | 380.1 | 29 | 0.4164 | - | 104.4
finish | 63.20 | 82 | 0.6354 | 12.38 | 392.6
global placement | 252.4 | 78 | 0.4878 | 11.25 | 590.0
detailed placement | 233.4 | 78 | 0.4944 | 11.25 | 590.9
global route | 9.761 | 82 | 0.6993 | 12.38 | 400.2
cells in the mapped netlist (all sizes together):
cell type / number / area share (%)
or3: 1 / 2.1
and3: 1 / 2.1
ha: 5 / 21
dfstp: 4 / 35
nand2b: 1 / 2.1
nand2: 2 / 2.5
or4: 1 / 2.5
a21o: 1 / 2.5
o21ai: 3 / 5.1
nor3b: 1 / 2.5
nor2: 1 / 1.3
xnor2: 1 / 3.0
and2: 1 / 2.1
dfrtp: 1 / 8.4
inv: 3 / 3.8
a21oi: 2 / 3.4
routing by layer:
metal | global-route usage (%) | vias to the layer above
li1 | - | 116
met1 | 1.878 | 112
met2 | 2.167 | 4
met3 | 1.023 | 2
met4 | 0.7042 | 0
met5 | 0 | -
timing repair:
action | 4_1_cts | 5_1_grt
endpoints found under the hold margin | 0 | 0
endpoints found under the setup margin | 1 | 1
resized | 1 | 1
worst max-delay path, stage by stage, from the launching register on:
cell and delay (ps):
dfstp_2 570, ha_4 160, and2_1 120, clkdlybuf4s50_1 460
worst max path at each step:
stage	endpoint	start	cells past startpoint
after global routing	out	state[0]	3
after CTS	out	state[0]	3
final	out	state[0]	3
cell type report:
cell class              instances  area (µm²)
fillers                       394        2993
multi-input cells              21       167.7
flip-flops and latches          5       130.1
well taps                      46       57.56
repair buffers                  3       30.03
clock buffers                   4       26.28
inverters                       3       11.26
kinds of logic (layout without fill, tap and decap cells):
group	Yosys count	in the layout	synth area share, %
compound gates	6	6	10.97
simple gates	9	9	17.31
flops	5	5	43.88
buf+inv	3	10	3.797
fa+ha+maj	5	5	21.10
xor+xnor	1	1	2.954
Power figures rest on the tool's default switching activity, not on a simulated workload.
