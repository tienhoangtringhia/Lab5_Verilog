===== /design/flow/config.mk =====
export PLATFORM = sky130hd
export DESIGN_NAME = ex02
export DESIGN_NICKNAME = ex02
export VERILOG_FILES = /design/flow/design.v
export SDC_FILE = /design/flow/constraint.sdc
export NUM_CORES = 4
export LEC_CHECK = 1
export CORE_AREA = 10 10 70 70
export DIE_AREA = 0 0 80 80

===== /design/flow/constraint.sdc =====
current_design ex02

set clk_period 1.9
set clk_io_pct 0.2

create_clock -name clk0 -period $clk_period [get_ports {clk}]

set non_clock_inputs [all_inputs -no_clocks]
set_input_delay [expr $clk_period * $clk_io_pct] -clock clk0 $non_clock_inputs
set_output_delay [expr $clk_period * $clk_io_pct] -clock clk0 [all_outputs]

===== /design/flow/design.v =====
module ex02 (s, u, v, w, x, y, clk, led7_out);
	parameter MUX_WIDTH = 3;
	parameter DATA_WIDTH = 3;
	input [MUX_WIDTH-1:0] s;
	input [DATA_WIDTH-1:0] u;
	input [DATA_WIDTH-1:0] v;
	input [DATA_WIDTH-1:0] w;
	input [DATA_WIDTH-1:0] x;
	input [DATA_WIDTH-1:0] y;
  input clk;
	output [6:0] led7_out;
	wire [DATA_WIDTH-1:0] m;
	wire [DATA_WIDTH-1:0] led7_in;
	mux_5 #(.DATA_WIDTH(3)) 
		mux_5_01 (.s(s), .u(u), .v(v), .w(w), .x(x), .y(y), .m(m));
	signal signal (.clk(clk), .d(m), .qa(led7_in));
	led7_segment_decoder led7_segment_decoder (.in(led7_in), .out(led7_out));
endmodule
module signal (clk, d, qa);
	input clk;
	input [2:0] d;
	output [2:0] qa;
	reg [2:0] qa;
	initial
	begin
		qa = 3'b000;
	end
	always @(posedge clk)
	begin
		qa <= d;
	end
endmodule
module mux_5 (s, u, v, w, x, y, m);
	parameter MUX_WIDTH = 3;
	parameter DATA_WIDTH = 3;
	input [MUX_WIDTH-1 :0] s;
	input [DATA_WIDTH-1:0] u;
	input [DATA_WIDTH-1:0] v;
	input [DATA_WIDTH-1:0] w;
	input [DATA_WIDTH-1:0] x;
	input [DATA_WIDTH-1:0] y;
	output [DATA_WIDTH-1:0] m;
	reg [DATA_WIDTH-1:0] m;
	always @(*)
	begin
		case(s)
			3'b000: begin
				m <= u;
			end
			3'b001: begin
				m <= v;
			end
			3'b010: begin
				m <= w;
			end
			3'b011: begin
				m <= x;
			end
			default: begin
				m <= y;
			end
		endcase
	end
endmodule
module led7_segment_decoder (in , out);
	input  [2:0]in;
	output [6:0]out;
	reg    [6:0]out;
	always @(*)
	begin
		case(in)
			3'b000: begin
				out = 7'b0111111;
			end
			3'b001: begin
				out = 7'b0000110;
			end
			3'b010: begin
				out = 7'b1011011;
			end
			3'b011: begin
				out = 7'b1001111;
			end
			3'b100: begin
				out = 7'b1100110;
			end
			3'b101: begin
				out = 7'b1101101;
			end
			3'b110: begin
				out = 7'b1111101;
			end
			3'b111: begin
				out = 7'b0000111;
			end
			default: begin
				out = 7'b0000000;
			end
		endcase
	end
endmodule

===== /design/flow/run.sh =====
#!/bin/bash
# OpenROAD 26Q1-2900-gdf79404cd8, Yosys 0.63+post, stock flow scripts
make -C /OpenROAD-flow-scripts/flow DESIGN_CONFIG=/design/flow/config.mk WORK_HOME=/design/flow/orfs finish

==> reports/metrics.yaml <==
status: "completed"
worstPathArrival_ns: 1.43
yosys.area.top_type: "ha_1"
setup-tns-final_ns: 0
crit_type: "reg2out"
p_leak_nw: 0.2965
clkPwrFrac: 0.339
path_buffers: 1
area_delta_synth_final_pct: 100.7
gp_congestion: 0.6875
reg_top3: "signal.qa: 3 flops"
switchingPower_w: 0.00007909
globalRouteOverflowTotal: 0
grt_pass1_wl_um: 1628
cp_top_family: "buffers and inverters"
route.vias.total: 357
yosysSeqAreaShare: 0.1752
diodes: 0
grt_setup_unrepaired: "false"
final_layout_size_suffix_gt1_frac: 0.1739
vias_per_cell: 3.104
hp-class: "in2reg"
core_mm2: 0.003416
syn_avg_cell_area_um2: 8.571
largest_reg_flops: 3
synth_top_area_share: 0.2190
p_seq_frac: 0.247
drt-initial-drc-count: 9
critical_path.max_stage_delay_ns: 0.46
power-per-cell-area_mw_per_mm2: 466.5
required_ns: 1.52
portBuffers: 25
drc: 0
first_pass_iters: 3
critPathSlowestCell: "clkdlybuf4s50_1"
rows: 21
drv_cap: 0
area_leaders: "ha_1, dfxtp_1, mux2i_1"
clkTransAtPathRegs_ns: 0.03
synth_cell_types: 16
sw_frac_of_total: 0.2464
max-vdd-ir-drop_uv: 198.6
drtAntennaViolNets: 0
tool_warnings: 30
slew_violations: 0
post-route-min-period_ns: 1.808
end_kind: "output port"
hold_end: "signal.qa[0]"
ios: 26
ys_chip_area_um2: 342.8
slew_headroom: 0.7776
synthCells: 40
die_h_um: 80
dieWidth_um: 80
hold_viol: 0
hpwl_um: 867
cts-root-buf: "clkbuf_4"
first_global_vias: 403
path_max_fanout: 3
wl_per_cell_um: 8.426
cts_tree: "done"
fmax_ghz: 0.5530
cp_cell_sequence: "ha_1 > nand2b_1 > nand2_1 > clkdlybuf4s50_1"
regMostFlops: "signal.qa"
htreeDepth: 1
cts_made_buffers: 3
grt.total_usage: 0.03035
drt_wl_total_um: 969
share_comb_of_total_power: 0.414
clockBufferDepth: 2
antenna_found_initial: 0
ys.flops: 3
critPathLaunchType: "flip-flop"
yosysWarnings: 3
dpl.cell_count: 110
min_from: "y[0]"
die_area_mm2: 0.006400
worstHoldPathCells: 3
cts.sink_count: 3
post-route-period-util: 0.9518
tightest_slew_ns: 0.3326
fp_util: 0.1004
grt_max_degree: 9
yosys-stat-cells: 40
synthesis.area_um2: 342.8
setup_viol: 0
cellInternalPower_w: 0.0002419
layout.cells.non_filler: 115
[repair_timing]
item                                    CTS  global route
buffers inserted                          1             0
hold buffers                              0             0
gates resized                             7             1
endpoints found under the setup margin    3             1
pin swaps                                 0             0
gates cloned                              0             0
[tightest hold or removal path, delay by kind of cell]
kind	cells	cell delay, ns
compound gates	1	0.07
buf+inv	2	0.44
[layout by cell type, fill, tap and decap left out, drive strengths merged]
cell,n
clkdlybuf4s50,22
ha,6
inv,6
nand2b,5
clkbuf,4
nor2b,3
a21oi,3
mux2i,3
dfxtp,3
nand2,2
a211oi,2
a221oi,2
dlygate4sd2,2
nor2,1
mux2,1
o22ai,1
o21ai,1
dlymetal6s2s,1
buf,1
[power groups by stage]
stage                 logic [W]  clock network [W]  registers, W
after CTS              0.000136           0.000117     0.0000795
after global routing   0.000150           0.000122     0.0000805
final                  0.000133           0.000109     0.0000793
[final cells by class]
| type | count | area [um^2] |
|---|---|---|
| fill | 383 | 2728 |
| multi-input combinational | 30 | 261.5 |
| timing repair buffer | 26 | 257.7 |
| sequential | 3 | 62.56 |
| tap | 46 | 57.56 |
| clock buffer | 4 | 26.28 |
| inverter | 6 | 22.52 |
[cells by family (layout without fill, tap and decap cells)]
family / after synthesis / after routing / synth area share
AOI/OAI and AO/OA: 9 / 9 / 0.1897
DFF: 3 / 3 / 0.1752
and+or+nand+nor: 11 / 11 / 0.1861
buffers and inverters: 7 / 36 / 0.09853
adders and majority gates: 6 / 6 / 0.2190
muxes: 4 / 4 / 0.1314
[through the flow]
stage | hold WS (ns) | total power [W] | cell area [um^2] | utilization | setup slack (ns)
after global routing | 0.7352 | 0.0003529 | 688.2 | 0.2015 | 0.01744
final | 0.7235 | 0.0003210 | 688.2 | 0.2015 | 0.09161
after global placement | 0.9863 | 0.0002112 | 639.4 | 0.1872 | 0.1554
after CTS | 0.7212 | 0.0003325 | 685.7 | 0.2007 | 0.04579
after floorplan | 0.4929 | 0.0001244 | 342.8 | - | 0.7089
after detailed placement | 0.9760 | 0.0002115 | 639.4 | 0.1872 | 0.1286
[worst max-delay path by stage]
stage             from           to  depth (start not counted)
6_report  signal.qa[0]  led7_out[5]                          4
5_1_grt   signal.qa[1]  led7_out[4]                          5
4_1_cts   signal.qa[0]  led7_out[6]                          4
[Yosys cell counts]
cell type  instances
ha_1               6
inv_1              6
nand2b_1           4
a21oi_1            3
dfxtp_1            3
mux2i_1            3
nor2b_1            3
a211oi_1           2
a221oi_1           2
nand2_1            2
buf_6              1
mux2_4             1
nand2b_2           1
nor2_1             1
o21ai_0            1
o22ai_2            1
[routing by layer]
| metal | global-route usage | routed length, um | up-vias |
|---|---|---|---|
| li1 | - | - | 191 |
| met1 | 0.03662 | 444 | 138 |
| met2 | 0.03371 | 280 | 28 |
| met3 | 0.03409 | 244 | 0 |
| met4 | 0.007042 | 0 | 0 |
| met5 | 0 | 0 | - |
Power figures rest on the tool's default switching activity, not on a simulated workload.
