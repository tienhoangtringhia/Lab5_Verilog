### design.v
module ex04 (a, b, cin, s, cout);
	input [3:0] a;
	input [3:0] b;
	input cin;
	output [3:0] s;
	output cout;
	wire   [4:0] c;
	assign c[0] = cin;
	f_adder f_adder_01(.a(a[0]), .b(b[0]), .c_in(c[0]), .s(s[0]), .c_out(c[1]));
	f_adder f_adder_02(.a(a[1]), .b(b[1]), .c_in(c[1]), .s(s[1]), .c_out(c[2]));
	f_adder f_adder_03(.a(a[2]), .b(b[2]), .c_in(c[2]), .s(s[2]), .c_out(c[3]));
	f_adder f_adder_04(.a(a[3]), .b(b[3]), .c_in(c[3]), .s(s[3]), .c_out(c[4]));
	assign cout = c[4];
endmodule
module f_adder(a, b, c_in, s, c_out);
	input a;
	input b;
	input c_in;
	output s;
	output c_out;
	assign s = a ^ b ^ c_in;
	assign c_out = (a & b)|(b & c_in)|(a & c_in);
endmodule
### run.sh
#!/bin/bash
# OpenROAD 26Q1-2900-gdf79404cd8, Yosys 0.63+post, stock flow scripts
make -C /OpenROAD-flow-scripts/flow DESIGN_CONFIG=/design/flow/config.mk WORK_HOME=/design/flow/orfs finish
### config.mk
export PLATFORM = sky130hd
export DESIGN_NAME = ex04
export DESIGN_NICKNAME = ex04
export VERILOG_FILES = /design/flow/design.v
export SDC_FILE = /design/flow/constraint.sdc
export NUM_CORES = 4
export LEC_CHECK = 1
export CORE_AREA = 10 10 70 70
export DIE_AREA = 0 0 80 80
### constraint.sdc
current_design ex04

set clk_period 2.9
set clk_io_pct 0.2

create_clock -name clk0 -period $clk_period

set non_clock_inputs [all_inputs -no_clocks]
set_input_delay [expr $clk_period * $clk_io_pct] -clock clk0 $non_clock_inputs
set_output_delay [expr $clk_period * $clk_io_pct] -clock clk0 [all_outputs]
==> impl.org <==
#+TITLE: Implementation results

** Yosys
- Summing the sequential cell areas from Yosys gives 0% of the chip area.
- Summed over all instances, the cell type with the most area after synthesis is sky130_fd_sc_hd__fa_1.
- In this run, distinct cell masters in the synthesized netlist total 3.
- Count of synthesis-stage warnings from yosys :: 0
- Avg Synthesized Cell Area :: 8.202 um^2
- Area reported by Yosys stat :: 147.6 um^2
- After synthesis, the largest area contributor takes up 54.24% of total cell area.
- Synthesis handed over a netlist of 18 instances.
- Most popular library cell in the synthesized design by count :: sky130_fd_sc_hd__inv_1
- Before any placement, the netlist area is recorded as 147.6 um^2.
- The commonest cells after synthesis are 10 x sky130_fd_sc_hd__inv_1, 4 x sky130_fd_sc_hd__buf_4, 4 x sky130_fd_sc_hd__fa_1.
- The synth_stat.txt file lists the number of cells as 18.
- By area the synthesized netlist is led by sky130_fd_sc_hd__fa_1 54%, sky130_fd_sc_hd__inv_1 25%, sky130_fd_sc_hd__buf_4 20%.

** STA
- Max Transition Viols Final :: 0
- The routed design could run at a clock period as short as 2.826 ns.
- Final number of setup-violating endpoints :: 0
- Checking max transition, the worst relative margin is 93.60%.
- Setup repair after global routing could not meet its margin everywhere.
- After layout, the worst path uses 97.44% of the clock period.
- Worst-case setup margin in the final layout :: 0.07424 ns
- Final sum of negative setup slack :: 0 ns
- Max Freq :: 0.3539 GHz
- Slew at the pin with the worst max-slew slack :: 0.09566 ns
- Endpoints failing hold in the final report were tallied at 0.

** Layout
- Post-Route Utilization :: 9.670%
- Final instance count without filler cells :: 74
- Cells with a size suffix above 1 make up 50.00% of the layout.
- In the finished design the tool counted flip-flops and latches totalling 0.
- Fin area :: 330.3 um^2
- Registers take 0 um^2.
- Number of fill cells in the layout :: 413
- Clock buffer cells :: 0
- Relative to the synthesized area, the layout overhead comes to 123.7%.

** Place
- Worst slack at placement :: -0.7595 ns
- After detailed placement, the design holds a cell count of 74.
- Once placement finished, the instance area stood at 315.3 um^2.
- The placement summary gives the final routability congestion estimate as 0.7902.
- Input/output buffers :: 14
- Summed over all nets, the half-perimeter wirelength after detailed placement is 413.6 um.

** Global route
- Vias in the first global route :: 137
- Overall routing resource usage :: 1.300%
- The initial antenna violation count was 0.
- After global routing the overflow that remains totals 0.
- Global-route wire length before repair :: 662 um
- Largest net degree at the start of global routing :: 2

** Setup path
- Critical path data required time :: 2.32 ns
- The worst setup path is captured at an output pin.
- Critical path class :: in -> out
- Of all nets on the critical path, the largest fanout is 1.
- Worst Path Arrival :: 2.25 ns
- The worst setup path is launched from an input port.

** Pwr
- Total leakage power :: 0.1418 nW
- Power per cell area :: 155.8 nW/um^2
- In this run the VDD rail shows a maximum IR drop of 0.05708 mV.

** Floorplanning
- Area of the core :: 3416 um^2
- Initial Util :: 4.322%
- Count of boundary I/O pins :: 14
- Chip area :: 6400 um^2
- Horiz. Die Dim :: 80 um
- Chip height :: 80 um
- The report lists the number of standard-cell rows as 21.

** Min path
- Hold crit path type :: in -> out

** Detailed routing
- # diodes :: 0
- Summing over every cut layer, the via total after detailed routing is 124.
- Final Routed Wirelength :: 418 um
- In this run the remaining antenna-violating nets after routing total 0.
- The first routing iteration left 0 violations.
- For this run, the detailed router's first-pass iteration total came to 1.
- The DRC violation total left in the routed layout is recorded as 0.
- The routed design shows a wire length per standard cell of 5.649 um.
- In the routed layout, each cell is associated on average with a via count of 1.676.

** Clock tree
- Number of hold-repair buffers added at the cts stage :: 0

** Job
- The number of warnings reported in the stage logs is 34.
- Max-cap viol count :: 0

** Outcome
- Status :: finished clean
final cells by class:
cell class	instances	area (um^2)	share of cell area [%]
Inverter	10	42.54	12.88
Multi-Input combinational cell	4	90.09	27.27
Tap cell	46	57.56	17.42
Timing Repair Buffer	14	140.1	42.42
worst max-delay path, cell delays in order:
cell and delay [ns]:
sky130_fd_sc_hd__buf_6 0.09, sky130_fd_sc_hd__inv_4 0.04, sky130_fd_sc_hd__fa_2 0.19, sky130_fd_sc_hd__inv_2 0.04, sky130_fd_sc_hd__fa_2 0.35, sky130_fd_sc_hd__fa_2 0.34
sky130_fd_sc_hd__inv_2 0.06, sky130_fd_sc_hd__fa_2 0.42, sky130_fd_sc_hd__inv_2 0.06, sky130_fd_sc_hd__buf_6 0.08
final timing paths:
| check | cells after the start | slack, ns | from | endpoint |
|---|---|---|---|---|
| max | 10 | 0.07 | cin | s[3] |
| min | 5 | 1.91 | b[0] | s[0] |
report_power, final:
group | switching, mW | total [mW] | internal, mW
registers | 0 | 0 | 0
logic | 0.0167 | 0.0515 | 0.0348
clock network | 0 | 0 | 0
total | 0.0167 | 0.0515 | 0.0348
cell families after synthesis:
group	share of synthesized area [%]
adder cells (fa/ha/maj)	54.24
buffers and inverters	45.77
metrics by stage:
stage                     power, mW  hold WS [ns]
after floorplan             0.02367         1.377
after global placement      0.04985         2.203
after detailed placement    0.05134         2.210
after CTS                   0.04833         1.922
after global routing        0.05990         1.928
final                       0.05146         1.908
layer usage:
layer | share of wire (%) | global-route usage (%)
met5 | 0 | 0
met2 | 22 | 1.525
met1 | 57 | 2.076
met4 | 0 | 0
met3 | 21 | 0.6818
layout by cell type, fill, tap and decap left out:
| cell | count |
|---|---|
| sky130_fd_sc_hd__buf_6 | 4 |
| sky130_fd_sc_hd__inv_4 | 2 |
| sky130_fd_sc_hd__fa_2 | 4 |
| sky130_fd_sc_hd__clkdlybuf4s50_1 | 6 |
| sky130_fd_sc_hd__dlygate4sd2_1 | 4 |
| sky130_fd_sc_hd__inv_1 | 4 |
| sky130_fd_sc_hd__inv_2 | 4 |
repair_timing:
| action | in CTS | in global routing |
|---|---|---|
| pin swaps | 4 | 4 |
| buffers inserted | 0 | 0 |
| gates resized | 29 | 3 |
| endpoints found under the setup margin | 4 | 1 |
Power figures rest on the tool's default switching activity, not on a simulated workload.
